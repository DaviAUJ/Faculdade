==> design/flow/design.v <==
module DataMemory(
    input wire clk,                 
    input wire MemRead,             
    input wire MemWrite,            
    input wire [31:0] address,      
    input wire [31:0] writeData,    
    output wire [31:0] readData     
);
    reg [31:0] memory [255:0];
    integer i;
    initial begin
        for (i = 0; i < 256; i = i + 1) begin
            memory[i] = 32'b0;  
        end
    end
    assign readData = (MemRead) ? memory[address[9:2]] : 32'b0;
    always @(posedge clk) begin
        if (MemWrite) begin
            memory[address[9:2]] = writeData;  
        end
    end
endmodule
==> design/flow/run.sh <==
#!/bin/bash
# OpenROAD 26Q1-2900-gdf79404cd8, Yosys 0.63+post, stock flow scripts
make -C /OpenROAD-flow-scripts/flow DESIGN_CONFIG=/design/flow/config.mk WORK_HOME=/design/flow/orfs finish
==> design/flow/config.mk <==
export PLATFORM = sky130hd
export DESIGN_NAME = DataMemory
export DESIGN_NICKNAME = DataMemory
export VERILOG_FILES = /design/flow/design.v
export SDC_FILE = /design/flow/constraint.sdc
export NUM_CORES = 4
export LEC_CHECK = 1
export CORE_UTILIZATION = 30
export SYNTH_MEMORY_MAX_BITS = 65536
==> design/flow/constraint.sdc <==
current_design DataMemory

set clk_period 33.5
set clk_io_pct 0.2

create_clock -name clk0 -period $clk_period [get_ports {clk}]

set non_clock_inputs [all_inputs -no_clocks]
set_input_delay [expr $clk_period * $clk_io_pct] -clock clk0 $non_clock_inputs
set_output_delay [expr $clk_period * $clk_io_pct] -clock clk0 [all_outputs]
==> results.rst <==
Flow metrics
------------

.. list-table::
   :header-rows: 1

   * - Metric
     - Value
   * - Count of maximum capacitance violations
     - 0
   * - Clock sink count
     - 8,192
   * - TritonCTS Buffers
     - 802
   * - Cell resize tally after clock tree synthesis
     - 0
   * - Number of antenna violations at the first check in global routing
     - 51
   * - Worst hold path class
     - in -> reg
   * - Fraction of the core area occupied by cells at floorplan
     - 30.1%
   * - Area added between synthesis and finish
     - 15.2%
   * - Max stage delay on crit path
     - 0.65 ns
   * - Outcome
     - finished, final reports clean
   * - Vias in the first global route
     - 169,000
   * - Crit. End Element
     - output pin
   * - Port-buffer cells
     - 74
   * - Worst voltage drop across the vdd grid
     - 0.0622 mV
   * - Data required, critical path
     - 26.80 ns
   * - Count of mapped cells out of synthesis
     - 15,300
   * - TritonCTS clock tree
     - built
   * - PnR worst setup slack
     - 11.99 ns
   * - Dominant register cell
     - sky130_fd_sc_hd__edfxtp_1
   * - Number of cells in the yosys synthesis report
     - 15,300
   * - Sum Neg Setup Slack
     - 0 ns
   * - H-tree levels
     - 6
   * - First-pass GRT wire length
     - 1240 mm
   * - Final Total Pwr
     - 20.8 mW
   * - Fraction of met1 tracks used by global routing
     - 17.6%
   * - Simple-gate portion of the synthesized area
     - 2.22%
   * - Share of synthesized cell area in and-or and or-and compound cells
     - 3.93%
   * - Number of hold buffers added after CTS
     - 0
   * - Die Wd
     - 1.03 mm
   * - RD Place Congestion
     - 0.880
   * - Die H
     - 1.03 mm
   * - Root Buffer
     - sky130_fd_sc_hd__clkbuf_16
   * - Maximum fanout along the worst path
     - 97
   * - Adder-cell share of the synthesized area
     - 0%
   * - Chip area
     - 1.05 mm²
   * - Max-slew headroom at the worst pin
     - 26.7%
   * - Total via count in the routed design
     - 156,000
   * - Flip-flops with a built-in enable
     - 8,192
   * - Max Fclk
     - 0.0465 GHz
   * - Overflow after GRT
     - 0
   * - Number of buffer and inverter instances along the worst setup path
     - 10
   * - Most repeated library cell on the critical path
     - sky130_fd_sc_hd__buf_4
   * - Fraction of final layout cells sized beyond drive strength 1
     - 22.8%
   * - Power per cell area
     - 57.5 mW/mm²
   * - Mean Syn Cell Area
     - 20.5 µm²
   * - Number of DRC violations after detailed-routing iteration 0
     - 10,100
   * - Clock-pin slew of the registers on the worst-case setup and hold paths
     - 0.06 ns
   * - Final HPWL DP
     - 509 mm
   * - Final Routed Wirelength
     - 884 mm
   * - Antenna Violating Nets Remaining
     - 0
   * - Pleak
     - 112 nW
   * - Placeable core area
     - 1.04 mm²
   * - Area reported by Yosys stat
     - 0.314 mm²
   * - RSZ-0062 raised after global routing
     - false
   * - Worst path slowest cell
     - sky130_fd_sc_hd__buf_4
   * - Fraction of registers with async set or reset after synthesis
     - 0%
   * - Worst slew pin tran
     - 1.10 ns
   * - Top-Level Pins
     - 99
   * - Met3 Use GR
     - 17.8%
   * - Cell Chain, Critical Path
     - buf_16, buf_12, buf_4, buf_4, buf_12, buf_4, buf_4, buf_4, buf_4, mux2i_1, o22ai_1, nor4_1, nand4_1, o21ai_0, a21oi_1, and3_1, clkdlybuf4s50_1
   * - Post-detailed-route DRC marker count
     - 0
   * - Final core area utilization
     - 34.7%
   * - Startpoint type of the worst setup path
     - input port
   * - CP arrival
     - 14.81 ns
   * - Standard-cell rows
     - 375
   * - Main logic family after synthesis
     - multiplexers
   * - Largest net degree at the start of global routing
     - 126
   * - Family of cells with the greatest summed delay on the critical path
     - buffers and inverters
   * - Cell area after synthesis
     - 0.314 mm²
   * - Seq cells post-synth
     - 8,192
   * - XOR-XNOR Cells, Area Fraction
     - 0%
   * - GR Util All Layers
     - 17.8%
   * - Mux cell area share
     - 14.0%
   * - Final critical path time including I/O delays and setup
     - 21.51 ns
   * - Mean number of vias per cell
     - 5.07
   * - Global routing usage on met2
     - 25.1%
   * - Routed length per instance
     - 28.7 µm
   * - Fillcell total
     - 94,900
   * - Distinct cell type count after synthesis
     - 56
   * - CTS max path bufs
     - 4
   * - Type of the setup path with the least slack
     - in -> out
   * - Total of endpoints with negative setup slack in the final report
     - 0
   * - Slew Limit Fails
     - 0
   * - Yosys warns
     - 1
   * - Layer with the highest usage after global routing
     - met2
   * - Fraction of the yosys area taken by sequential cells
     - 78.3%
   * - Post-CTS setup buffer count
     - 0
   * - Max FFs per register
     - 8,192
   * - Total iterations of the first detailed-routing run
     - 7
   * - Final critical-path share of the clock period
     - 64.2%
   * - Number of hold violations in the final report
     - 0
   * - Setup slack after placement
     - 11.84 ns
   * - Number of warnings in the stage logs
     - 54
## cells by family (layout without fill, tap and decap cells)
family	Yosys count	count (layout)
other	0	47
AOI/OAI and AO/OA	1877	1877
DFF	8192	8192
buffers and inverters	927	2384
muxes	2920	2920
and+or+nand+nor	1387	1387
## synth_stat cells (7+ instances only)
library cell	count	area share, %
sky130_fd_sc_hd__a2111oi_1	27	0.086
sky130_fd_sc_hd__clkbuf_1	378	0.45
sky130_fd_sc_hd__a2111oi_0	155	0.43
sky130_fd_sc_hd__edfxtp_1	8192	78
sky130_fd_sc_hd__mux2_2	348	1.2
sky130_fd_sc_hd__or4_1	31	0.074
sky130_fd_sc_hd__nor4_1	82	0.16
sky130_fd_sc_hd__buf_6	54	0.19
sky130_fd_sc_hd__o22ai_1	416	0.83
sky130_fd_sc_hd__buf_2	325	0.52
sky130_fd_sc_hd__nand4_1	135	0.27
sky130_fd_sc_hd__o21ai_0	349	0.56
sky130_fd_sc_hd__buf_4	98	0.23
sky130_fd_sc_hd__a21oi_1	383	0.61
sky130_fd_sc_hd__nor2b_1	192	0.38
sky130_fd_sc_hd__mux4_2	1154	8.3
sky130_fd_sc_hd__nand2_1	167	0.20
sky130_fd_sc_hd__and3_1	34	0.068
sky130_fd_sc_hd__o211ai_1	31	0.074
sky130_fd_sc_hd__a22o_1	32	0.089
sky130_fd_sc_hd__nand3_1	181	0.29
sky130_fd_sc_hd__nor4_2	13	0.052
sky130_fd_sc_hd__o221ai_1	62	0.17
sky130_fd_sc_hd__nor2_1	480	0.57
sky130_fd_sc_hd__buf_1	60	0.072
sky130_fd_sc_hd__mux2i_1	1418	4.5
sky130_fd_sc_hd__and2_1	8	0.016
sky130_fd_sc_hd__o32ai_1	30	0.084
sky130_fd_sc_hd__a221oi_1	126	0.35
sky130_fd_sc_hd__a22oi_1	70	0.17
sky130_fd_sc_hd__buf_8	7	0.033
sky130_fd_sc_hd__nor3_1	37	0.059
sky130_fd_sc_hd__a211oi_1	181	0.43
## placed cells by master, fill, tap and decap left out, types with 19 or more instances in the layout
cell,synthesis,routed
sky130_fd_sc_hd__bufinv_16,0,36
sky130_fd_sc_hd__a211oi_1,181,181
sky130_fd_sc_hd__diode_2,0,47
sky130_fd_sc_hd__buf_4,98,846
sky130_fd_sc_hd__nor2b_1,192,188
sky130_fd_sc_hd__nor2_1,480,226
sky130_fd_sc_hd__or4_1,31,31
sky130_fd_sc_hd__a22o_1,32,32
sky130_fd_sc_hd__a221oi_1,126,118
sky130_fd_sc_hd__nand4_1,135,135
sky130_fd_sc_hd__mux2_2,348,348
sky130_fd_sc_hd__clkdlybuf4s50_1,0,34
sky130_fd_sc_hd__nor3_1,37,34
sky130_fd_sc_hd__edfxtp_1,8192,8192
sky130_fd_sc_hd__clkbuf_1,378,184
sky130_fd_sc_hd__nor2_4,0,254
sky130_fd_sc_hd__a22oi_1,70,70
sky130_fd_sc_hd__mux2i_1,1418,1418
sky130_fd_sc_hd__a21oi_1,383,383
sky130_fd_sc_hd__o211ai_1,31,31
sky130_fd_sc_hd__nand3_1,181,166
sky130_fd_sc_hd__o21ai_0,349,349
sky130_fd_sc_hd__o32ai_1,30,25
sky130_fd_sc_hd__mux4_2,1154,1154
sky130_fd_sc_hd__nand2_1,167,155
sky130_fd_sc_hd__clkinv_1,0,207
sky130_fd_sc_hd__clkbuf_16,0,813
sky130_fd_sc_hd__and3_1,34,34
sky130_fd_sc_hd__clkinv_2,0,134
sky130_fd_sc_hd__buf_8,7,33
sky130_fd_sc_hd__buf_12,1,19
sky130_fd_sc_hd__a2111oi_0,155,146
sky130_fd_sc_hd__o22ai_1,416,416
sky130_fd_sc_hd__o221ai_1,62,62
sky130_fd_sc_hd__nor4_1,82,81
## through the flow
step	cell area (µm²)	cells	hold WS [ns]
final	362000	30800	5.93
after floorplan	314000	15300	6.80
after global placement	337000	29300	7.09
after detailed placement	337000	29300	7.10
after global routing	362000	30700	5.92
after CTS	362000	30700	5.85
## worst paths after layout
kind | end | depth (start not counted) | start
worst max-delay path | readData[29] | 17 | address[3]
worst min-delay path | memory[188][1]$_DFFE_PP_ | 1 | writeData[1]
## report_power, final
group / leakage [nW] / internal, mW / switching (mW)
clock network: 12.0 / 4.72 / 3.78
logic: 26.8 / 0.310 / 0.704
registers: 73.6 / 11.3 / 0.00434
## routing by layer
layer | up-vias | routed length, µm
li1 | 65700 | -
met1 | 77700 | 263000
met2 | 10700 | 387000
met3 | 1666 | 194000
met4 | 75 | 35400
met5 | - | 4210
## cell type report
| cell class | count | area (µm²) | share of cell area [%] |
|---|---|---|---|
| repair buffers | 938 | 7650 | 2.11 |
| inverters | 3 | 18.8 | 0.00519 |
| diodes | 47 | 118 | 0.0325 |
| multi-input cells | 6184 | 66000 | 18.2 |
| clock buffers | 997 | 21000 | 5.81 |
| clock inverters | 446 | 3510 | 0.970 |
| flip-flops and latches | 8192 | 246000 | 68.0 |
| well taps | 13900 | 17500 | 4.82 |
Power figures rest on the tool's default switching activity, not on a simulated workload.
