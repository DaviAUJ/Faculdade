--- design/flow/run.sh ---
#!/bin/bash
# OpenROAD 26Q1-2900-gdf79404cd8, Yosys 0.63+post, stock flow scripts
make -C /OpenROAD-flow-scripts/flow DESIGN_CONFIG=/design/flow/config.mk WORK_HOME=/design/flow/orfs finish
--- design/flow/design.v ---
module Mux32x2to1(
    input wire [31:0] in0, 
    input wire [31:0] in1,
    input wire S, 
    output wire [31:0] out
);
    assign out = (S) ? in1 : in0;
endmodule
--- design/flow/constraint.sdc ---
current_design Mux32x2to1

set clk_period 1.0
set clk_io_pct 0.2

create_clock -name clk0 -period $clk_period

set non_clock_inputs [all_inputs -no_clocks]
set_input_delay [expr $clk_period * $clk_io_pct] -clock clk0 $non_clock_inputs
set_output_delay [expr $clk_period * $clk_io_pct] -clock clk0 [all_outputs]
--- design/flow/config.mk ---
export PLATFORM = sky130hd
export DESIGN_NAME = Mux32x2to1
export DESIGN_NICKNAME = Mux32x2to1
export VERILOG_FILES = /design/flow/design.v
export SDC_FILE = /design/flow/constraint.sdc
export NUM_CORES = 4
export LEC_CHECK = 1
export CORE_AREA = 10 10 71 71
export DIE_AREA = 0 0 81 81
==> node_exporter_impl.prom <==
# HELP chip_impl_metric Synthesis and place-and-route metrics
# TYPE chip_impl_metric gauge
chip_impl_metric{name="timing.setup.tns",unit="ns"} -3.89
chip_impl_metric{name="max_slew.worst_pin.slew",unit="ns"} 0.0848
chip_impl_metric{name="die_width",unit="um"} 81
chip_impl_metric{name="die_h",unit="um"} 81
chip_impl_metric{name="post-route-util",unit=""} 0.441
chip_impl_metric{name="design.seq.count",unit=""} 0
chip_impl_metric{name="synthToLayoutAreaGrowth",unit="%"} 194
chip_impl_metric{name="total_number_of_vias",unit=""} 704
chip_impl_metric{name="netlist_area",unit="um2"} 544
chip_impl_info{name="cp_cell_sequence",value="buf_12, buf_8, buf_12, mux2_4, buf_6"} 1
chip_impl_metric{name="initialDrtViolationCount",unit=""} 2
chip_impl_metric{name="ys_types",unit=""} 4
chip_impl_metric{name="finalWorstPathRequiredPeriod",unit="ns"} 1.17
chip_impl_metric{name="ff_latch_area",unit="um2"} 0
chip_impl_metric{name="whs",unit="ns"} 0.797
chip_impl_metric{name="total_routing_usage_gr",unit=""} 0.0756
chip_impl_info{name="grt_setup_unrepaired",value="true"} 1
chip_impl_metric{name="syn_area_per_cell",unit="um2"} 15.1
chip_impl_metric{name="slew_headroom",unit=""} 0.943
chip_impl_metric{name="cap_viol_max_count",unit=""} 0
chip_impl_metric{name="vdd_ir_drop_max",unit="uV"} 144
chip_impl_metric{name="post_synth_ao_oa_area_fraction",unit=""} 0
chip_impl_metric{name="synth.yosys.seq_area_share",unit=""} 0
chip_impl_metric{name="cp_data_required_time",unit="ns"} 0.80
chip_impl_info{name="cell_with_the_most_instances_after_synthesis",value="sky130_fd_sc_hd__mux2_4"} 1
chip_impl_metric{name="power.total",unit="W"} 0.000631
chip_impl_metric{name="routability_driven_placement_congestion_ratio",unit=""} 0.842
chip_impl_info{name="ranking_of_synthesized_cells_by_instance_count",value="sky130_fd_sc_hd__mux2_4 (30), sky130_fd_sc_hd__buf_12 (3), sky130_fd_sc_hd__mux2_2 (2)"} 1
chip_impl_info{name="kind_of_end_point_of_the_critical_path",value="output port"} 1
chip_impl_metric{name="clock_buffers",unit=""} 0
chip_impl_metric{name="cts_hold_repair.buffers",unit=""} 0
chip_impl_metric{name="dp_hpwl",unit="mm"} 2.52
chip_impl_metric{name="route.detailed.drc",unit=""} 0
chip_impl_info{name="crit_path_class",value="in -> out"} 1
chip_impl_metric{name="grt_antenna_before_repair",unit=""} 0
chip_impl_metric{name="i_o_buffers",unit=""} 97
chip_impl_metric{name="dpl_worst_slack",unit="ns"} -0.518
chip_impl_metric{name="postRouteWirelength",unit="mm"} 2.81
chip_impl_metric{name="final-hold-violation-count",unit=""} 0
chip_impl_metric{name="floorplan.core_util",unit=""} 0.150
chip_impl_metric{name="critPathMaxStageDelay",unit="ns"} 0.30
chip_impl_metric{name="warning_count",unit=""} 34
chip_impl_metric{name="grt_max_degree",unit=""} 11
chip_impl_metric{name="power.density",unit="nW/um2"} 394
chip_impl_metric{name="share_of_the_synthesized_area_in_the_top_cell_type",unit=""} 0.828
chip_impl_metric{name="first_global_vias",unit=""} 757
chip_impl_metric{name="first_pass_iters",unit=""} 2
chip_impl_metric{name="ys_sh_simple",unit=""} 0
chip_impl_metric{name="yosysWarningCount",unit=""} 0
chip_impl_info{name="post_synth_main_area_contributors",value="sky130_fd_sc_hd__mux2_4 (83%), sky130_fd_sc_hd__buf_12 (11%), sky130_fd_sc_hd__mux2_2 (4.1%)"} 1
chip_impl_metric{name="maxClockFrequency",unit="MHz"} 856
chip_impl_metric{name="drive_gt1_frac",unit=""} 0.543
chip_impl_metric{name="syn-instance-count",unit=""} 36
chip_impl_info{name="startpoint_type",value="primary input"} 1
chip_impl_metric{name="drtAntennaViolNets",unit=""} 0
chip_impl_info{name="cp_common_cell",value="sky130_fd_sc_hd__buf_12"} 1
chip_impl_metric{name="detail_route.wl_per_cell",unit="um"} 15.0
chip_impl_metric{name="die-area",unit="um2"} 6560
chip_impl_metric{name="antenna-diode-count",unit=""} 0
chip_impl_metric{name="postLayoutSetupSlackWorst",unit="ns"} -0.168
chip_impl_metric{name="overflow",unit=""} 0
chip_impl_metric{name="report.final.slew_viol_count",unit=""} 0
chip_impl_metric{name="yosysChipArea",unit="um2"} 544
chip_impl_metric{name="timing.final.crit_share",unit=""} 1.17
chip_impl_metric{name="report.final.setup_viol",unit=""} 32
chip_impl_metric{name="core_region_area",unit="um2"} 3630
chip_impl_metric{name="min_delay_path_depth",unit=""} 3
chip_impl_info{name="timing.hold.worst.class",value="in -> out"} 1
chip_impl_metric{name="yosys-mux-area-fraction",unit=""} 0.869
chip_impl_metric{name="ys_sh_xor",unit=""} 0
chip_impl_info{name="violations",value="setup timing"} 1
chip_impl_info{name="synth_top_cell_by_area",value="sky130_fd_sc_hd__mux2_4"} 1
chip_impl_metric{name="synth_adder_area_share",unit=""} 0
chip_impl_metric{name="yosys-stat-cells",unit=""} 36
chip_impl_metric{name="cell_leakage_power",unit="nW"} 0.870
chip_impl_metric{name="global_route_wire_length_before_repair",unit="mm"} 3.99
chip_impl_metric{name="pin_count",unit=""} 97
chip_impl_info{name="top_logic_kind",value="multiplexers"} 1
chip_impl_info{name="cpMaxStageDelayCell",value="sky130_fd_sc_hd__mux2_4"} 1
chip_impl_metric{name="arrival",unit="ns"} 0.97
chip_impl_metric{name="rows",unit=""} 22
chip_impl_metric{name="avgViaCountPerCell",unit=""} 3.74
chip_impl_info{name="run_status",value="finished, violations left"} 1
chip_impl_metric{name="critical_path_peak_fanout",unit=""} 5
[routing by layer]
metal,track usage,share of wire,vias up
met5,0,0,-
met2,0.136,0.50,50
met1,0.0857,0.36,308
li1,-,-,346
met4,0,0,0
met3,0.0334,0.14,0
[cell type report]
type,count,area [um2]
multi-input cells,32,480
repair buffers,108,1060
well taps,48,60.1
fillers,366,2030
[critical path: cells and delay by family]
family                 cells  cell delay [ns]
multiplexers               1             0.30
buffers and inverters      4             0.46
[worst paths after layout]
| path | from | endpoint |
|---|---|---|
| setup / recovery | S | out[22] |
| hold / removal | in0[23] | out[23] |
[power by group]
group / switching, W / internal [W] / leakage [nW] / total (W)
clock: 0 / 0 / 0 / 0
combinational: 0.000140 / 0.000491 / 0.870 / 0.000631
sequential: 0 / 0 / 0 / 0
total: 0.000140 / 0.000491 / 0.870 / 0.000631
[metrics by stage]
step	area (um2)	instances
final	1600	188
after CTS	1550	188
after global placement	1530	181
after floorplan	544	36
after global routing	1600	188
after detailed placement	1530	181
[kinds of logic after synthesis]
group                  Yosys count
buffers and inverters            4
muxes                           32
[layout by cell type (no fill, tap or decap)]
master / count
sky130_fd_sc_hd__buf_6: 27
sky130_fd_sc_hd__mux2_4: 32
sky130_fd_sc_hd__buf_8: 2
sky130_fd_sc_hd__buf_12: 6
sky130_fd_sc_hd__buf_2: 8
sky130_fd_sc_hd__buf_4: 1
sky130_fd_sc_hd__dlygate4sd2_1: 64
[what timing repair did]
item                                    4_1_cts  5_1_grt
buffers inserted                              7        0
endpoints found under the setup margin       32       32
resized                                     192        8
No activity file was given, so power comes from the tool's default toggle rates.
