File: /design/flow/run.sh
#!/bin/bash
# OpenROAD 26Q1-2900-gdf79404cd8, Yosys 0.63+post, stock flow scripts
make -C /OpenROAD-flow-scripts/flow DESIGN_CONFIG=/design/flow/config.mk WORK_HOME=/design/flow/orfs finish
File: /design/flow/config.mk
export PLATFORM = sky130hd
export DESIGN_NAME = ProgramCounter
export DESIGN_NICKNAME = ProgramCounter
export VERILOG_FILES = /design/flow/design.v
export SDC_FILE = /design/flow/constraint.sdc
export NUM_CORES = 4
export LEC_CHECK = 1
export CORE_AREA = 10 10 82 82
export DIE_AREA = 0 0 92 92
File: /design/flow/constraint.sdc
current_design ProgramCounter

set clk_period 1.0
set clk_io_pct 0.2

create_clock -name clk0 -period $clk_period [get_ports {clk}]

set non_clock_inputs [all_inputs -no_clocks]
set_input_delay [expr $clk_period * $clk_io_pct] -clock clk0 $non_clock_inputs
set_output_delay [expr $clk_period * $clk_io_pct] -clock clk0 [all_outputs]
File: /design/flow/design.v
module ProgramCounter(input wire clk, rst, input wire [31:0] nextValue, output wire [31:0] value);
    reg [31:0] PC;
    assign value = PC;
    always @(posedge clk) begin
        if(rst) PC <= 0;
        else PC <= nextValue;
    end
endmodule
==> results_dict.tcl <==
# metrics dict for downstream scripts
set metrics [dict create \
    grt_pass1_vias 697 \
    powerDensity_mw_per_mm2 1590 \
    ys_cells 67 \
    fin_cells 209 \
    ys_ff 32 \
    worstPathArrival_ps 770 \
    grt_antenna_before_repair 0 \
    utilization_pct 32.5 \
    grt_max_degree 17 \
    hold_viol 0 \
    worst_pin_slew_ps 155 \
    hold_path_class "primary input to flip-flop" \
    p_comb_share_pct 10.2 \
    grt_setup_unrepaired "false" \
    ir_worst_vdd_uv 491 \
    dp_cells 201 \
    vias 666 \
    dr.pass1.iters 2 \
    setup_viol 0 \
    netlist-cell-type-count 3 \
    max_cap_viol_count 0 \
    drc 0 \
    endpoint_kind "output pin" \
    initCoreUtil_pct 17.0 \
    syn_avg_cell_area_um2 12.9 \
    htreeDepth 2 \
    fmaxAchievable_mhz 1030 \
    numCtsBuffers 5 \
    layout-drive-gt1-share_pct 23.0 \
    crit_path_max_fanout 1 \
    num_rows 26 \
    grt_pass1_wl_um 3640 \
    synth_cells 67 \
    gp_congestion 0.681 \
    wl_per_cell_um 11.7 \
    dieHeight_um 92 \
    p_int_mw 2.11 \
    cts_tree "yes" \
    p_sw_mw 0.518 \
    worst-path-buf-inv 1 \
    yosysTopAreaCellShare_pct 74.2 \
    core_area_mm2 0.00507 \
    setup_slack_ps 33.1 \
    wl_um 2450 \
    min_period_ps 967 \
    via_per_inst 3.19 \
    yosys_warnings 1 \
    crit_path_cell_trace "clkdlybuf4s15_1" \
    antenna_cells 0 \
    p_leak_nw 0.674 \
    top_register "PC" \
    largest_register_ffs 32 \
    power_frac_seq_pct 51.9 \
    clockBufferDepth 2 \
    die-area_mm2 0.00846 \
    clkPwrFrac_pct 37.9 \
    yosysChipArea_um2 863 \
    yosysTopAreaCell "dfxtp_1" \
    largestRegisters "PC (32)" \
    swShare_pct 19.7 \
    warning_count 25 \
    io_pins 66 \
    ctsHoldBuffers 0 \
    cp.depth 1 \
    antenna_left 0 \
    clock-sinks 32 \
    port_buffers 65 \
    postSynthSeqShare_pct 74.2 \
    cp_top_family "flip-flops" \
    drt-initial-drc-count 4 \
    critPathSlowestCell "dfxtp_1" \
    syn_to_final_growth_pct 91.3 \
    status "finished, final reports clean" \
    cts.clk_slew.worst_paths_ps 70 \
    grt_usage_pct 5.46 \
    maxSlewViolCount 0 \
    die_w_um 92 \
    fin_crit_sh_pct 96.7 \
    post_cts_buffers 0 \
    cts_root_buffer "clkbuf_8" \
    gr-total-overflow 0 \
    min_path_cells 2 \
    lay_top_cells "33 x clkdlybuf4s50_1, 32 x nor2b_1, 22 x clkdlybuf4s15_1, 20 x dfxtp_1, 12 x dfxtp_2" \
    crit_required_ps 800 \
    yosys-top-cells-area "dfxtp_1 74%, nor2b_1 23%, buf_4 2.6%" \
    lay_top_count "clkdlybuf4s50_1" \
    finalPower_mw 2.63 \
    slew_headroom_pct 89.7 \
    crit_path_start_kind "flip-flop" \
    criticalPathCategory "flip-flop to output pin" \
    place_worst_setup_slack_ps -92.2 \
    slowest_delay_ps 310 \
    netlist_area_um2 863 \
]
synth_stat cells:
| library cell | n |
|---|---|
| buf_4 | 3 |
| dfxtp_1 | 32 |
| nor2b_1 | 32 |
worst paths after layout:
check	startpoint	endpoint	slack (ps)
min	nextValue[18]	PC[18]	470
max	PC[20]	value[20]	30
kinds of logic (layout without fill, tap and decap cells):
logic type	count (synthesis)	count (layout)	share of synthesized area, %
DFF	32	32	74.2
and+or+nand+nor	32	32	23.2
buffers and inverters	3	75	2.61
through the flow:
| step | area, µm² | hold WS (ps) | TNS [ps] |
|---|---|---|---|
| floorplan | 863 | 272 | 0 |
| global placement | 1590 | 759 | -2470 |
| detailed placement | 1590 | 760 | -2300 |
| CTS | 1690 | 454 | 0 |
| global route | 1650 | 453 | 0 |
| finish | 1650 | 465 | 0 |
power groups by stage:
stage                 combinational, mW  clock, mW  sequential, mW
after CTS                         0.288       1.05            1.36
after global routing              0.295       1.10            1.37
final                             0.268      0.995            1.36
timing repair:
item | CTS | global route
gates resized | 67 | 19
hold endpoints to repair | 0 | 0
endpoints found under the setup margin | 32 | 13
per-layer routing:
metal | wire, µm | GRT usage [%]
met1 | 971 | 5.71
met2 | 1040 | 8.47
met3 | 367 | 4.20
met4 | 69 | 1.41
met5 | 0 | 0
area by class of cell:
class | count | area (µm²)
Timing Repair Buffer | 67 | 616
Tap cell | 70 | 87.6
Clock inverter | 2 | 10.0
Multi-Input combinational cell | 32 | 200
Sequential cell | 32 | 656
Fill cell | 542 | 3420
Clock buffer | 6 | 82.6
Power figures rest on the tool's default switching activity, not on a simulated workload.
